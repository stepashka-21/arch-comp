$ cat ./run.sh
#!/bin/bash
# OpenROAD 26Q1-2900-gdf79404cd8, Yosys 0.63+post, stock flow scripts
make -C /OpenROAD-flow-scripts/flow DESIGN_CONFIG=/design/flow/config.mk WORK_HOME=/design/flow/orfs finish
$ cat ./config.mk
export PLATFORM = sky130hd
export DESIGN_NAME = stack_behaviour_easy
export DESIGN_NICKNAME = stack_behaviour_easy
export VERILOG_FILES = /design/flow/design.v
export SDC_FILE = /design/flow/constraint.sdc
export NUM_CORES = 4
export LEC_CHECK = 1
export CORE_UTILIZATION = 50
$ cat ./constraint.sdc
current_design stack_behaviour_easy

set clk_period 6.3
set clk_io_pct 0.2

create_clock -name clk0 -period $clk_period [get_ports {CLK}]

set non_clock_inputs [all_inputs -no_clocks]
set_input_delay [expr $clk_period * $clk_io_pct] -clock clk0 $non_clock_inputs
set_output_delay [expr $clk_period * $clk_io_pct] -clock clk0 [all_outputs]
$ cat ./design.v
module stack_behaviour_easy(
    output wire [3:0] O_DATA,
    input wire RESET,
    input wire CLK,
    input wire[1:0] COMMAND,
    input wire[2:0] INDEX,
    input wire[3:0] I_DATA
);
    reg [3:0] stack [0:4];
    reg [2:0] index;
    reg [3:0] data = 4'b0000;
    assign O_DATA = data;
    always @(posedge CLK or posedge RESET) begin
        if (RESET) begin
            index = 3'b000;
            for (integer i = 0; i < 5; i = i + 1)
                stack[i] = 4'b0000;
            data = 4'b0000;
        end else begin 
            case (COMMAND)
                2'b01: begin  
                    stack[index] = I_DATA;
                    index = (index == 4) ? 0 : (index + 1) % 5;
                    data = 4'b0000;
                end
                2'b10: begin  
                    index = (index == 0) ? 4 : (index - 1) % 5;
                    data = stack[index];
                end
                2'b11: begin  
                    index = index;
                    if (index == 0)
                        data = stack[4 - INDEX % 5];
                    else 
                        data = stack[(index - 1 < INDEX % 5) ? (index - 1 + 5 - INDEX % 5) : (index - 1 - INDEX % 5)];
                end
            endcase
        end
    end
endmodule
==> results.json <==
{
  "top_area_frac": 0.2083,
  "post-route-period-util": 0.9428,
  "antenna_found_initial": 0,
  "grt_overflow": 0,
  "rows": 28,
  "common_cells": "nand2_1, ha_1, dfrtp_1, a21oi_1, inv_1",
  "min_path_cells": 2,
  "postCtsSetupBuffers": 0,
  "cts_tree": "built",
  "synth_seq_share": 0.2083,
  "finClkSkew_ns": 0.001808,
  "syn_to_final_growth_pct": 18.56,
  "min_to": "data[3]",
  "grt_pass1_vias": 2733,
  "cts_resized": 0,
  "clk_latency_ns": 0.27,
  "dieArea_um2": 6812,
  "finalHoldViolCount": 0,
  "wire_per_inst_um": 17.99,
  "cts_buffer_depth": 2,
  "cts_sinks": 27,
  "max_cap_viol_count": 0,
  "synth_area_um2": 3243,
  "diodes": 0,
  "enable_flop_cells": 0,
  "crit_fanout": 6,
  "cts_root_buffer": "clkbuf_8",
  "dr.pass1.iters": 4,
  "r2r-end": "data[1]",
  "drv_slew": 0,
  "fp.coreArea_um2": 6096,
  "ctsHoldBuffers": 0,
  "grt_pass1_wl_mm": 13.92,
  "hold_start": "data[3]",
  "yosysTopAreaCell": "dfrtp_1",
  "r2r-start": "index[0]",
  "initCoreUtil": 0.5320,
  "tightest_slew_ns": 0.6325,
  "cp-start-kind": "input port",
  "place_congestion": 0.9793,
  "cp.arrival_ns": 6.10,
  "ff2ff_path_depth": 22,
  "most_common_cell": "nand2_1",
  "setup_slack_ns": 0.3603,
  "status": "complete, no violations",
  "num_io_pins": 15,
  "syn_inst": 380,
  "synth_stat.cells": 380,
  "critPathKind": "in -> reg",
  "slew_headroom": 0.5784,
  "synth.distinct_cells": 74,
  "avgSynthCellArea_um2": 8.535,
  "holdWs_ns": 0.5245,
  "wl_mm": 8.959,
  "tool_warnings": 40,
  "rsz0062_at_grt": "no",
  "grt_use_total": 0.2841,
  "finalSetupViolations": 0,
  "vias": 3044,
  "dp_hpwl_mm": 7.070,
  "layout-drive-gt1-share": 0.2340,
  "numCtsBuffers": 3,
  "place_ws_ns": -0.2394,
  "worstHoldPathType": "reg -> reg",
  "fp.dieW_um": 82.54,
  "path_clk_slew_ns": 0.09,
  "grt_max_degree": 28,
  "ant_nets": 0,
  "end_kind": "flip-flop",
  "first_iter_violations": 251,
  "die_h_um": 82.54,
  "ys_warn_count": 2,
  "vias_per_cell": 6.112,
  "yosys_area_um2": 3243,
  "async_flop_share": 1.000,
  "drc": 0,
  "fin_crit_ns": 5.940,
  "port_buffers": 14,
  "fmax_mhz": 168.4,
  "final_core_util": 0.6307,
  "ys.flop_type": "dfrtp_1",
  "r2r_setup_slack_ns": 0.80,
  "synth_flops": 27,
  "required_ns": 6.46,
  "area_leaders": "dfrtp_1, ha_1, mux2_2",
  "htreeDepth": 1
}
-- per-stage QoR --
stage / cells / TNS, ns / area, µm²
2_1_floorplan: 380 / 0 / 3276
3_3_place_gp: 494 / -0.5223 / 3717
3_5_place_dp: 494 / -0.9218 / 3717
4_1_cts: 498 / 0 / 3766
5_1_grt: 498 / 0 / 3845
6_report: 498 / 0 / 3845
-- sequential cells by signal, indices dropped and copies added, names as in the netlist --
register and flops:
stack 20, data 4, index 3
-- critical path: stages --
cell	delay (ns)
dlymetal6s2s_1	0.10
inv_1	0.06
ha_2	0.18
or4_4	0.44
clkinv_4	0.07
ha_4	0.19
nand2b_1	0.16
mux2i_2	0.24
a21boi_4	0.24
nor2_2	0.06
ha_2	0.18
or4_4	0.56
a21oi_4	0.19
xnor2_2	0.14
inv_2	0.07
ha_2	0.18
inv_1	0.05
a311oi_1	0.04
o21a_1	0.22
a221oi_2	0.25
o32ai_4	0.18
nor2_8	0.21
mux2i_4	0.32
mux2i_1	0.22
o2111a_1	0.23
o21ai_2	0.05
-- worst max path at each step --
stage / cells after the start / slack, ns / to / from
CTS: 26 / 0.03 / data[1] / COMMAND[1]
global route: 26 / 0.09 / data[1] / COMMAND[1]
finish: 26 / 0.36 / data[1] / COMMAND[1]
-- metal layers --
layer / vias to the layer above / share of wire / global-route usage
met2: 99 / 0.42 / 0.4132
met3: 11 / 0.077 / 0.06355
met4: 0 / 0.015 / 0.04655
li1: 1501 / - / -
met5: - / 0 / 0
met1: 1433 / 0.49 / 0.4470
-- logic make-up (layout without fill, tap and decap cells) --
logic type / count (synthesis) / count (layout) / share of synthesized area
compound gates: 122 / 122 / 0.2813
xor+xnor: 17 / 17 / 0.04591
fa+ha+maj: 30 / 30 / 0.1181
buf+inv: 38 / 81 / 0.05131
flops: 27 / 27 / 0.2083
mux: 34 / 34 / 0.1138
other cells: 1 / 1 / 0.001156
simple gates: 111 / 111 / 0.1802
-- cell type report --
type	count	area, µm²
well taps	75	93.84
flip-flops and latches	27	675.6
clock inverters	1	7.507
inverters	27	106.4
fillers	508	2251
multi-input cells	315	2501
repair buffers	50	419.2
clock buffers	3	41.29
-- cell usage in the layout (no fill, tap or decap), drive strengths merged, types with 3 or more instances in the layout --
| master | instances |
|---|---|
| a211oi | 4 |
| a21boi | 4 |
| a21o | 4 |
| a21oi | 27 |
| a221o | 3 |
| a221oi | 4 |
| a31oi | 4 |
| and2 | 3 |
| and4 | 3 |
| buf | 36 |
| clkbuf | 3 |
| clkdlybuf4s50 | 12 |
| clkinv | 3 |
| dfrtp | 27 |
| ha | 29 |
| inv | 24 |
| mux2 | 20 |
| mux2i | 14 |
| nand2 | 43 |
| nand2b | 7 |
| nand3 | 5 |
| nand4 | 3 |
| nor2 | 20 |
| nor2b | 3 |
| nor3 | 12 |
| o211ai | 10 |
| o21a | 7 |
| o21ai | 25 |
| o221ai | 3 |
| o22ai | 3 |
| o31ai | 8 |
| xnor2 | 10 |
| xor2 | 7 |
