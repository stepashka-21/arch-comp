$ cat flow/config.mk
export PLATFORM = sky130hd
export DESIGN_NAME = mx20_4
export DESIGN_NICKNAME = mx20_4
export VERILOG_FILES = /design/flow/design.v
export SDC_FILE = /design/flow/constraint.sdc
export NUM_CORES = 4
export LEC_CHECK = 1
export CORE_AREA = 10 10 70 70
export DIE_AREA = 0 0 80 80
$ cat flow/constraint.sdc
current_design mx20_4

set clk_period 1.7
set clk_io_pct 0.2

create_clock -name clk0 -period $clk_period

set non_clock_inputs [all_inputs -no_clocks]
set_input_delay [expr $clk_period * $clk_io_pct] -clock clk0 $non_clock_inputs
set_output_delay [expr $clk_period * $clk_io_pct] -clock clk0 [all_outputs]
$ cat flow/design.v
module and3(output d, input a, input b, input c);
    wire s1;
    and(s1, a, b);
    and(d, s1, c);
endmodule
module nand3(output d, input a, input b, input c);
    wire s1;
    and3 w1(s1, a, b, c);
    not(d, s1);
endmodule
module d_trig(
    output y, input d,
    input clk);
    wire s1, s2, s4, notd,w,z,y1;
    assign w = y === 1'b1;
    assign z = y1 === 1'b1;
    not(notd, d);
    nand(s1, d, clk);
    nand(s2, notd, clk);
    nand(y, s1, z);
    nand(s4, w, s2);
    or(y1, 1'b0, s4);
endmodule
module add1mod5(output y1, output y2, input a0, input a1, input b);
    wire s1, s2, s3;
    xor(s1, a0, a1);
    and(s2, s1, b);
    and(s3, a0, a1);
    xor(y1, s1, b);
    or(y2, s2, s3);
endmodule
module mx2_1(output y, input x0, input x1, input a);
    wire s1, s2;
    not(b, a);
    and(s1, x0, b);
    and(s2, x1, a);
    or(y, s1, s2);
endmodule
module mx2_2(output y1, output y2, input x11, input x21, input x12, input x22, input a);
    mx2_1 w1(y1, x11, x12, a);
    mx2_1 w2(y2, x21, x22, a);
endmodule
module mx3_1(output y1, output y2, output y3, input x11, input x21, input x31, input x12, input x22, input x32, input a);
    mx2_1 w1(y1, x11, x12, a);
    mx2_1 w2(y2, x21, x22, a);
    mx2_1 w3(y3, x31, x32, a);
endmodule
module mx4_1(output y1, output y2, output y3, output y4, input x11, input x21, input x31, input x41, input x12, input x22, input x32, input x42, input a);
    mx2_1 w1(y1, x11, x12, a);
    mx2_1 w2(y2, x21, x22, a);
    mx2_1 w3(y3, x31, x32, a);
    mx2_1 w4(y4, x41, x42, a);
endmodule
module mx5_1(output y1, output y2, output y3, output y4, output y5, input x11, input x21, input x31, input x41, input x51, input x12, input x22, input x32, input x42, input x52, input a);
    mx2_1 w1(y1, x11, x12, a);
    mx2_1 w2(y2, x21, x22, a);
    mx2_1 w3(y3, x31, x32, a);
    mx2_1 w4(y4, x41, x42, a);
    mx2_1 w5(y5, x51, x52, a);
endmodule
module mx20_4(output y1, output y2, output y3, output y4, input x11, input x21, input x31, input x41, input x12, input x22, input x32, input x42, input x13, input x23, input x33, input x43, input x14, input x24, input x34, input x44, input x15, input x25, input x35, input x45, input a1, input a2, input a3, input a4, input a5);
    wire s11, s21, s31, s41, s12, s22, s32, s42, s13, s23, s33, s43, s14, s24, s34, s44;
    mx4_1 w1(s11, s21, s31, s41, 1'b0, 1'b0, 1'b0, 1'b0, x11, x21, x31, x41, a1);
    mx4_1 w2(s12, s22, s32, s42, s11, s21, s31, s41, x12, x22, x32, x42, a2);
    mx4_1 w3(s13, s23, s33, s43, s12, s22, s32, s42, x13, x23, x33, x43, a3);
    mx4_1 w4(s14, s24, s34, s44, s13, s23, s33, s43, x14, x24, x34, x44, a4);
    mx4_1 w5(y1, y2, y3, y4, s14, s24, s34, s44, x15, x25, x35, x45, a5);
endmodule
module mem1(output y, input x, input clk, input rst);
    wire s1, s2;
    mx2_1 w1(s2, x, 1'b0, rst);
    or(s1, clk, rst);
    d_trig w2(y, s2, s1);
endmodule
module mem3(output y1, output y2, output y3, input x1, input x2, input x3, input clk, input rst);
    mem1 w1(y1, x1, clk, rst);
    mem1 w2(y2, x2, clk, rst);
    mem1 w3(y3, x3, clk, rst);
endmodule
module mem4(output y1, output y2, output y3, output y4, input x1, input x2, input x3, input x4, input wr, input clk, input rst);
    wire c;
    and(c, wr, clk);
    mem1 w1(y1, x1, c, rst);
    mem1 w2(y2, x2, c, rst);
    mem1 w3(y3, x3, c, rst);
    mem1 w4(y4, x4, c, rst);
endmodule
module dec3_5(output y1, output y2, output y3, output y4, output y5,
    input x1, input x2, input x3);
    wire x11, x21, x31;
    not(x11, x1);
    not(x21, x2);
    not(x31, x3);
    and3 w1(y5, x31, x21, x11);
    and3 w2(y4, x31, x21, x1);
    and3 w3(y3, x31, x2, x11);
    and3 w4(y2, x31, x2, x1);
    and3 w5(y1, x3, x21, x11);
endmodule
module dec2_4(output y1, output y2, output y3, output y4, input x1, input x2);
    wire x11, x21;
    not(x11, x1);
    not(x21, x2);
    and(y1, x21, x11);
    and(y2, x21, x1);
    and(y3, x2, x11);
    and(y4, x2, x1);
endmodule
module c5_3(output y1, output y2, output y3, input x1, input x2, input x3, input x4, input x5);
    or(y1, x2, x4);
    or(y2, x3, x4);
    or(y3, x5, x5);
endmodule
module mod5min3(output y1, output y2, output y3, input x1, input x2, input x3);
    wire s1, s2, s3, s4, s5;
    dec3_5 w1(s1, s2, s3, s4, s5, x1, x2, x3);
    c5_3 w2(y1, y2, y3, s5, s1, s2, s3, s4);
endmodule
module mod5_4bit(output y1, output y2, output y3, input q0, input q1, input q2, input q3);
    wire x1, x2, x11, x21, s11, s21, s12, s22, s31, s32, s41, s42, s1, s2, s3, s;
    xor(x1, q0, q2);
    xor(x2, q1, q3);
    mx2_1 w1(x11, 1'b0, 1'b1, x1);
    mx2_1 w2(x21, 1'b0, 1'b1, x2);
    mx2_2 w3(s11, s21, 1'b0, 1'b0, q0, q2, x11);
    mx2_2 w4(s12, s22, 1'b0, 1'b0, q1, q3, x21);
    add1mod5 w5(s31, s32, s11, 1'b1, 1'b0);
    add1mod5 w6(s41, s42, s12, 1'b1, s32);
    mx3_1 w7(s1, s2, s3, s11, s12, s21, s31, s41, s42, s22);
    and(s, s2, s3);
    mx3_1 w8(y1, y2, y3, s1, s2, s3, 1'b1, 1'b0, 1'b0, s);
endmodule
module add3mod5(output y1, output y2, output y3, input a0, input a1, input a2, input b0, input b1, input b2);
    wire y10, y20, y11, y21, y12, y22;
    add1mod5 w1(y10, y20, a0, b0, 1'b0);
    add1mod5 w2(y11, y21, a1, b1, y20);
    add1mod5 w3(y12, y22, a2, b2, y21);
    mod5_4bit w4(y1, y2, y3, y10, y11, y12, y22);
endmodule
module gate(output y, input c, input a);
    wire cb;
    assign cb = ~c; 
    nmos n1(y,a,c);
    pmos p1(y,a,cb);
endmodule  
module stack(output y1, output y2, output y3, output y4, input ind0, input ind1, input ind2, input in0, input in1, input in2, input in3, input f0, input f1, input clk, input rst);
    wire ind0a, ind1a, ind2a, ind0b, ind1b, ind2b, ind0c, ind1c, ind2c, clk02, clk12, clk22, clk32, clk42, clk01, clk11, clk21, clk31, clk41, index00, index01, index02, clk0, clk1, clk2, clk3, clk4, f00, f01, f10, f11, el01, el11, el21, el31, el02, el12, el22, el32, el03, el13, el23, el33, el04, el14, el24, el34, el05, el15, el25, el35, z0, z1, z2, z3, z4, p0, p1, p2, r0, r1, r2, q00, q10, q20, q01, q11, q21, q02, q12, q22, index10, index11, index12, index20, index21, index22, notclk, con, y111, y211, y311, y411, y, ind0aa, ind1aa, ind2aa;
    add3mod5 w0(ind0aa, ind1aa, ind2aa, ind0, ind1, ind2, 1'b0, 1'b0, 1'b0);
    mod5min3 w1(ind0a, ind1a, ind2a, ind0aa, ind1aa, ind2aa);
    add3mod5 w2(ind0b, ind1b, ind2b, ind0a, ind1a, ind2a, index00, index01, index02);
    add3mod5 w3(ind0c, ind1c, ind2c, ind0b, ind1b, ind2b, 1'b0, 1'b0, 1'b1);
    dec3_5 w4(clk02, clk12, clk22, clk32, clk42, ind0c, ind1c, ind2c);
    dec3_5 w5(clk01, clk11, clk21, clk31, clk41, index00, index01, index02);
    mx5_1 w6(clk0, clk1, clk2, clk3, clk4, clk01, clk11, clk21, clk31, clk41, clk02, clk12, clk22, clk32, clk42, clk_f11);
    dec2_4 w7(f00, f01, f10, f11, f0, f1);
    and(clk_f10, clk, f10);
    and(clk_f11, clk, f11);
    and(clk_f01, clk, f01);
    mem4 w8(el01, el11, el21, el31, in0, in1, in2, in3, clk_f01, clk0, rst);
    mem4 w9(el02, el12, el22, el32, in0, in1, in2, in3, clk_f01, clk1, rst);
    mem4 w10(el03, el13, el23, el33, in0, in1, in2, in3, clk_f01, clk2, rst);
    mem4 w11(el04, el14, el24, el34, in0, in1, in2, in3, clk_f01, clk3, rst);
    mem4 w12(el05, el15, el25, el35, in0, in1, in2, in3, clk_f01, clk4, rst);
    mx5_1 w13(z0, z1, z2, z3, z4, clk0, clk1, clk2, clk3, clk4, clk4, clk0, clk1, clk2, clk3, clk_f10);
    mx20_4 w14(y111, y211, y311, y411, el01, el11, el21, el31, el02, el12, el22, el32, el03, el13, el23, el33, el04, el14, el24, el34, el05, el15, el25, el35, z0, z1, z2, z3, z4);
    add3mod5 w15(p0, p1, p2, 1'b1, 1'b0, 1'b0, index00, index01, index02);
    add3mod5 w16(r0, r1, r2, 1'b0, 1'b0, 1'b1, index00, index01, index02);
    mx3_1 w17(q00, q10, q20, index00, index01, index02, r0, r1, r2, clk_f10);
    mx3_1 w18(q01, q11, q21, q00, q10, q20, 1'b0, 1'b0, 1'b0, rst);
    mx3_1 w19(q02, q12, q22, q01, q11, q21, p0, p1, p2, clk_f01);
    mem3 w20(index10, index11, index12, q02, q12, q22, clk, rst);
    mem3 w21(index20, index21, index22, index10, index11, index12, clk, rst);
    not(notclk, clk);
    mem3 w22(index00, index01, index02, index20, index21, index22, notclk, rst);
    or(con, clk_f10, clk_f11);
    gate w23(y, con, 1'b1);
    mx4_1 w24(y1, y2, y3, y4, 1'b0, 1'b0, 1'b0, 1'b0, y111, y211, y311, y411, y);
endmodule    
module stack_structural_easy(
    output wire[3:0] O_DATA, 
    input wire RESET, 
    input wire CLK, 
    input wire[1:0] COMMAND, 
    input wire[2:0] INDEX,
    input wire[3:0] I_DATA
    ); 
    stack w1(O_DATA[0], O_DATA[1], O_DATA[2], O_DATA[3], INDEX[0], INDEX[1], INDEX[2], I_DATA[0], I_DATA[1], I_DATA[2], I_DATA[3], COMMAND[0], COMMAND[1], CLK, RESET);
endmodule
$ cat flow/run.sh
#!/bin/bash
# OpenROAD 26Q1-2900-gdf79404cd8, Yosys 0.63+post, stock flow scripts
make -C /OpenROAD-flow-scripts/flow DESIGN_CONFIG=/design/flow/config.mk WORK_HOME=/design/flow/orfs finish
==> notes.md <==
• completed — run status
• 1155 um — Routed Wire Length
• 187.7 um^2 — chip area estimate from yosys synthesis
• 1 — warnings from Yosys
• a5 — Worst Hold Launch
• 80 um — die span in x
• 0 — final-report hold violation count
• 0 ns — Total Neg Setup Slack
• output pin — kind of end point of the critical path
• 0.2129 nW — LEAKAGE
• dlygate4sd2_1 -> nor3b_4 -> buf_4 -> nand2_1 -> a41oi_2 -> buf_2 — crit-path cells
• 32.38 uV — worst voltage drop across the vdd grid
• 80 um — overall die height
• 10.79 um — post-DR wirelength/cell
• 2 — critical-path maximum fanout
• no — unrepaired setup endpoints after global routing
• 1.621 ns — Final Critical Period
• 0 — tally of clock buffers in the finished layout
• 218.0% — layout-stage area growth over the synthesis result
• 362 — number of global-route vias before repair
• 4 — WHS Path Cells
• 29 — number of input and output port buffers inserted
• 0.27 ns — highest cell delay on the worst timing path
• 1.36 ns — Required @ worst endpoint
• mux2i_1, a41oi_1, nand2_1 — cell types with the largest area share after synthesis
• input port — CP startpoint kind
• 6400 um^2 — chip area
• 1.28 ns — data arrival at the endpoint of the critical path
• 0 — number of max-slew violations in the final report
• 95.37% — cycle use final
• 12 — initial detailed-routing violation count
• 27 — cell total in the yosys stat output
• 3.112 — Vias per Instance
• 0 — antenna violations before repair
• 8 — Cell Type Count
• 0 — Final ANT Viol Nets
• 82.09% — normalized max-slew margin
• 201.3 nW/um^2 — P per Cell Area
• 3.328% — total routing usage reported by global routing
• 0.2684 ns — Tightest Pin Transition
• in2out — critical setup path kind
• 3416 um^2 — Core Area
• 5.495% — share of the core filled by cells before placement
• a2 — critical path startpoint
• 27 — number of instances in the synthesized netlist
• 32 — tool warnings
• buffers and inverters — cell family contributing the most delay on the critical path
• 21 — # rows
• 9 — pin count of the biggest net entering global routing
• 6.951 um^2 — Avg Inst Size Synth
• 225.2 um^2 — logic area
• 187.7 um^2 — post-synthesis instance area
• mux2i_1 — post-synthesis cell type with the largest combined area
• 3 — number of buffer and inverter stages on the critical path
• 0% — sequential fraction of the synthesis area
• 0 — total of max-cap violations
• 0 — ant diodes
• 0 — final setup vio count
• 616.8 MHz — highest clock frequency the design can meet
• 378 — fill cell total of the finished layout
• 0.7522 — global placement routability congestion
• y2 — WHS Endpoint
• dlygate4sd2_1 — slowest stage cell on the critical path
• 29 — Ports
• 967.1 um — half-perimeter wire length after detailed placement
• 0 — count of flip-flops and latches
• 333 — Vias
• 1725 um — first-pass GRT wire length
• in2out — worst min-delay path category
• 31.15% — layout cells sized above 1
• 0 — remaining global-route overflow
• 107 — Non-Filler Instances
• 105 — placed cell count
• 21.33% — Area leader share
• 2 — Pre-Repair DR Iteration Count
• 0 um^2 — sequential cell area in the final layout
• 0 — DR DRC count
## stage by stage
stage	total power, mW	hold WS (ns)	utilization (%)	setup WS [ns]	cell area, um^2
final	0.1202	1.252	17.47	0.07869	596.8
after global routing	0.1302	1.281	17.47	0.006285	596.8
after CTS	0.1177	1.273	17.03	0.06680	581.8
after detailed placement	0.1185	1.633	16.41	-0.5113	560.5
after global placement	0.1180	1.642	16.41	-0.5022	560.5
after floorplan	0.02655	0.7688	-	0.6077	187.7
## cell usage in the layout, fill, tap and decap left out
cell and count:
a41oi_2 4, buf_2 4, buf_4 5, buf_6 1
clkdlybuf4s15_1 1, clkdlybuf4s50_1 20, dlygate4sd2_1 4, mux2i_1 2
mux2i_2 2, nand2_1 7, nand2_2 1, nand2b_1 4
nand3b_1 4, nor2_2 1, nor3b_4 1
## where the power goes
group	switching (mW)	total, mW	leakage [nW]	internal, mW
Combinational	0.0376	0.120	0.213	0.0825
Clock	0	0	0	0
Sequential	0	0	0	0
Total	0.0376	0.120	0.213	0.0825
## cells in the mapped netlist
master / instances
nand2_1: 8
buf_2: 1
nor3b_4: 1
nand2b_1: 4
a41oi_1: 4
nand3b_1: 4
nor2_1: 1
mux2i_1: 4
## worst max path at each step
stage	end	slack, ns	cells after the start
after CTS	y4	0.07	6
after global routing	y1	0.006	6
final	y1	0.08	6
## layout make-up
cell class / instances / area share, %
multi-input combinational: 26 / 37.74
tap: 46 / 9.644
timing repair buffer: 35 / 52.62
## per-layer routing
layer | vias up | GRT usage (%) | part of all wire (%)
li1 | 169 | - | -
met4 | 0 | 0 | 0
met3 | 0 | 1.364 | 11
met2 | 16 | 5.618 | 44
met5 | - | 0 | 0
met1 | 148 | 4.098 | 45
## cells by family (layout without fill, tap and decap cells)
group | Yosys count | count (layout) | synth area share, %
AND-OR/OR-AND | 4 | 4 | 18.66
buffers and inverters | 1 | 35 | 2.664
AND/OR/NAND/NOR | 18 | 18 | 57.33
multiplexers | 4 | 4 | 21.33
## repair_timing
action	4_1_cts	5_1_grt
endpoints found under the hold margin	0	0
pin swaps	2	2
setup endpoints to repair	4	2
buffers inserted	2	0
resized	23	4
hold buffers	0	0
Power is estimated from default activity; no workload was simulated.
